**design/flow/config.mk**
```make
export PLATFORM = sky130hd
export DESIGN_NAME = cache_l2_control
export DESIGN_NICKNAME = cache_l2_control
export VERILOG_FILES = /design/flow/design.v
export SDC_FILE = /design/flow/constraint.sdc
export NUM_CORES = 4
export LEC_CHECK = 1
export CORE_AREA = 10 10 70 70
export DIE_AREA = 0 0 80 80
```
**design/flow/constraint.sdc**
```tcl
current_design cache_l2_control

set clk_period 2.6
set clk_io_pct 0.2

create_clock -name clk0 -period $clk_period [get_ports {clk}]

set non_clock_inputs [all_inputs -no_clocks]
set_input_delay [expr $clk_period * $clk_io_pct] -clock clk0 $non_clock_inputs
set_output_delay [expr $clk_period * $clk_io_pct] -clock clk0 [all_outputs]
```
**design/flow/design.v**
```verilog
package lc3b_types;
typedef logic [15:0] lc3b_word;
typedef logic  [7:0] lc3b_byte;
typedef logic [10:0] lc3b_offset11;
typedef logic  [8:0] lc3b_offset9;
typedef logic  [7:0] lc3b_trapvect8;
typedef logic  [5:0] lc3b_offset6;
typedef logic  [4:0] lc3b_imm5;
typedef logic  [3:0] lc3b_imm4;
typedef logic  [2:0] lc3b_reg;
typedef logic  [2:0] lc3b_nzp;
typedef logic  [1:0] lc3b_mem_wmask;
typedef logic			lc3b_bit;
typedef logic [127:0] l1_cache_line;
typedef logic [8:0] l1_tag;
typedef logic [2:0] l1_block_offset;
typedef logic [2:0] l1_c_index;
typedef enum bit [3:0] {
	op_add  = 4'b0001,
	op_and  = 4'b0101,
	op_br   = 4'b0000,
	op_jmp  = 4'b1100,    
	op_jsr  = 4'b0100,    
	op_ldb  = 4'b0010,
	op_ldi  = 4'b1010,
	op_ldr  = 4'b0110,
	op_lea  = 4'b1110,
	op_not  = 4'b1001,
	op_rti  = 4'b1000,
	op_shf  = 4'b1101,
	op_stb  = 4'b0011,
	op_sti  = 4'b1011,
	op_str  = 4'b0111,
	op_trap = 4'b1111
} lc3b_opcode;
typedef enum bit [3:0] {
	alu_add,
	alu_and,
	alu_not,
	alu_pass,
	alu_sll,
	alu_srl,
	alu_sra
} lc3b_aluop;
typedef struct packed {
	lc3b_opcode		opcode;
	lc3b_aluop		aluop;
	logic	[1:0]		IF_sel_pc_mux;
	logic				ID_r7_reg_mux;
	logic	[1:0]		ID_sr1_sel_store_reg_mux;
	logic	[1:0]		ID_sr2_sel_store_reg_mux;
	logic				ID_load_regfile;
	logic 			EX_sel_pc_zero_mux;
	logic	[2:0]		EX_sel_alu_mux;
	logic	[1:0]		EX_sel_pc_offset_mux;
	logic				MEM_branch;
	logic [1:0]		WB_sel_regfile_mux;
	logic				WB_load_cc;
	logic				dcache_read;
	logic				dcache_write;
} lc3b_control_word;
endpackage : lc3b_types
import lc3b_types::*;
module cache_l2_control
(
	input						clk,
	input						pmem_resp,
	input						mem_read,
	input						mem_write,
	input						hit0, hit1, hit2, hit3,
								dirty0_val, dirty1_val, dirty2_val, dirty3_val,
	input [1:0]				lru_val,
	output logic			load_lru, 
								load_data0, load_data1, load_data2, load_data3,
								load_tag0, load_tag1, load_tag2, load_tag3,
								load_valid0, load_valid1, load_valid2, load_valid3,
								load_dirty0, load_dirty1, load_dirty2, load_dirty3,
								dirty_load_val,
	output logic			input_mux_sel,
	output logic [1:0]	data_mux_sel,
	output logic [2:0]	pmem_address_mux_sel,
	output logic			mem_resp,
	output logic			pmem_read,
	output logic			pmem_write
);
enum int unsigned {
	standby, read_from_memory, write_to_memory
} state, next_state;
logic hit;
assign hit = hit0 || hit1 || hit2 || hit3;
always_comb
begin : state_actions
	load_lru					= 0;
	load_data0				= 0;
	load_data1				= 0;
	load_data2				= 0;
	load_data3				= 0;
	load_tag0				= 0;
	load_tag1				= 0;
	load_tag2				= 0;
	load_tag3				= 0;
	load_valid0				= 0;
	load_valid1				= 0;
	load_valid2				= 0;
	load_valid3				= 0;
	load_dirty0				= 0;
	load_dirty1				= 0;
	load_dirty2				= 0;
	load_dirty3				= 0;
	dirty_load_val			= 0;
	input_mux_sel			= 0;
	data_mux_sel			= 0;
	pmem_address_mux_sel	= 0;
	mem_resp					= 0;
	pmem_read				= 0;
	pmem_write				= 0;
	case(state)
		standby: begin
			if(mem_read && hit) begin
				load_lru	= 1;
				mem_resp = 1;
				if(hit0) 		data_mux_sel = 0;
				else if(hit1)	data_mux_sel = 1;
				else if(hit2)	data_mux_sel = 2;
				else				data_mux_sel = 3;
			end
			else if (mem_write && hit) begin
				load_lru	= 1;
				mem_resp = 1;
				dirty_load_val = 1;
				input_mux_sel = 1;
				if(hit0) begin
					load_data0 = 1;
					load_dirty0 = 1;
				end
				else if(hit1) begin
					load_data1 = 1;
					load_dirty1 = 1;
				end
				else if(hit2) begin
					load_data2 = 1;
					load_dirty2 = 1;
				end
				else if(hit3) begin
					load_data3 = 1;
					load_dirty3 = 1;
				end
			end
		end
		read_from_memory: begin
			pmem_read = 1;
			if(lru_val == 2'b00) begin
				load_data0	= 1;
				load_tag0 	= 1;
				load_valid0	= 1;
				load_dirty0	= 1;
			end
			else if(lru_val == 2'b01) begin
				load_data1	= 1;
				load_tag1 	= 1;
				load_valid1	= 1;
				load_dirty1	= 1;
			end
			else if(lru_val == 2'b10) begin
				load_data2	= 1;
				load_tag2	= 1;
				load_valid2	= 1;
				load_dirty2	= 1;
			end
			else begin
				load_data3	= 1;
				load_tag3 	= 1;
				load_valid3	= 1;
				load_dirty3	= 1;
			end
		end
		write_to_memory: begin
			pmem_write = 1;
			if(lru_val == 2'b00) begin
				pmem_address_mux_sel = 1;
				data_mux_sel = 0;
			end 
			else if(lru_val == 2'b01) begin
				pmem_address_mux_sel = 2;
				data_mux_sel = 1;
			end
			else if(lru_val == 2'b10) begin
				pmem_address_mux_sel = 3;
				data_mux_sel = 2;
			end
			else if(lru_val == 2'b11) begin
				pmem_address_mux_sel = 4;
				data_mux_sel = 3;
			end
		end
	endcase
end
always_comb
begin : next_state_logic
	 next_state = standby;
	case(state)
		standby: begin
			if((mem_read || mem_write) && ~hit) begin
				if(lru_val == 2'b00 && dirty0_val) 				next_state = write_to_memory;		 
				else if(lru_val == 2'b01 && dirty1_val) 		next_state = write_to_memory;
				else if(lru_val == 2'b10 && dirty2_val) 		next_state = write_to_memory;
				else if(lru_val == 2'b11 && dirty3_val) 		next_state = write_to_memory;
				else														next_state = read_from_memory;		 
			end	 
		end
		read_from_memory: begin
			if(pmem_resp)		next_state = standby;
			else					next_state = read_from_memory;
		end
		write_to_memory: begin
			if(pmem_resp)		next_state = read_from_memory;
			else					next_state = write_to_memory;
		end
		default: next_state = standby;
	endcase
end
always_ff @(posedge clk)
begin: next_state_assignment
	state <= next_state;
end
endmodule : cache_l2_control
```
**design/flow/run.sh**
```bash
#!/bin/bash
# OpenROAD 26Q1-2900-gdf79404cd8, Yosys 0.63+post, stock flow scripts
make -C /OpenROAD-flow-scripts/flow DESIGN_CONFIG=/design/flow/config.mk WORK_HOME=/design/flow/orfs finish
```
==> flow_summary.yaml <==
# physical design summary
cts:
  clk_latency_ns: 0.23
  cts_tree: "yes"
  cts_buffers: 3
  cts.sinks: 2
  root_buffer: "clkbuf_4"
  htreeDepth: 1
  clkTransAtPathRegs_ns: 0.03
  cts_buffer_depth: 2
detailed_routing:
  dr.pass1.iters: 2
  ant_nets: 0
  drt_iter0_drc: 4
  n_antenna_cell: 0
  vias_per_cell: 3.87
  wl_per_cell_um: 12.3
  drcViolationCount: 0
  vias: 615
  wl_um: 1960
floorplanning:
  die_w_um: 80
  core_area_um2: 3420
  die-area_um2: 6400
  ios: 41
  fp_util_pct: 13.7
  num_rows: 21
  fp.dieH_um: 80
critical_path:
  crit_path_start_kind: "input port"
  cpMostUsedCell: "clkdlybuf4s50_1"
  worstPathRequired_ns: 2.08
  crit_slowest_cell: "clkdlybuf4s50_1"
  path_max_fanout: 4
  critical_path_class: "in -> out"
  rr_worst_depth: 4
  crit_chain: "clkdlybuf4s50_1, buf_4, ha_4, and2_4, a31o_1, clkdlybuf4s50_1"
  cp_top_family: "buffers and inverters"
  r2r-start: "state[0]"
  worst_path_largest_cell_delay_ns: 0.47
  worstReg2RegEnd: "state[0]"
  cp.arrival_ns: 2.03
  rrSetupSlack_ns: 1.53
  cp-end-kind: "output port"
  cp_num_buf_inv: 3
final_timing:
  slew_headroom_pct: 81.8
  setup_viol: 0
  worst_pin_slew_ns: 0.273
  skew_ns: 0.00119
  slew_viol_final: 0
  hold_viol: 0
  rsz0062_at_grt: "true"
  fin_ws_ns: 0.0535
  period_minus_slack_ns: 2.55
  fin_crit_sh_pct: 97.9
  max_freq_mhz: 393
global_routing:
  grtUsageMet1_pct: 7.40
  grtUsageTotal_pct: 5.96
  met2_usage_pct: 9.15
  grt-ovfl-total: 0
  antenna_found_initial: 0
  use_met3_pct: 2.73
  grt_pass1_wl_um: 3170
  gr-max-usage-layer: "met2"
  grt_max_degree: 7
  grt_pass1_vias: 675
cells_and_area:
  final_layout_size_suffix_gt1_share_pct: 31.9
  regMostFlops: "state"
  comb_area_um2: 395
  seq_area_um2: 40.0
  largest_registers: "state (2)"
  layout.cells.non_filler: 159
  final_area_um2: 1090
  fillers: 366
  largest_register_ffs: 2
  area_delta_synth_final_pct: 133
run:
  warning_count: 31
  cap_violations: 0
yosys:
  synth_flops: 2
  yosysTopAreaCellShare_pct: 16.0
  ys_seq_share_pct: 8.53
  yosysWarnings: 1
  synth_cell_types: 26
  syn_area_um2: 469
  yosys_cells: 60
  synthArstFlopShare_pct: 0
  syn_avg_cell_area_um2: 7.82
  synthCells: 60
  yosys.cell_count.top_type: "buf_4"
  top_area_cell: "buf_4"
  edf_count: 0
  ys_top_cells_by_area: "buf_4, ha_1, and2_1"
  synth_top_flop_cell: "dfxtp_1"
  top_cells_by_count: "buf_4, nor2_1, and2_1"
  synth_chip_area_um2: 469
place:
  routabilityCongestion: 0.787
  place_area_um2: 995
  port-buffer-count: 40
  place_inst: 155
  pre_cts_slack_ns: -0.0538
  dp_hpwl_um: 1670
worst_hold_path:
  hold-path-endpoint: "state[1]"
  hp-class: "reg -> reg"
  min-delay-start: "state[1]"
  holdPathStages: 2
power:
  leakage_nw: 0.523
  power_density_nw_per_um2: 214
  peakVddDrop_mv: 0.0750
outcome:
  status: "completed"
==> worst reg2reg max path, stage by stage (launching register included) <==
cell	delay, ns
dfxtp_1	0.41
nand2b_1	0.24
inv_2	0.09
mux2i_1	0.14
o21ai_1	0.07
==> report_power, final <==
| group | switching, W | total (W) | internal, W |
|---|---|---|---|
| Sequential | 0.00000299 | 0.0000357 | 0.0000327 |
| Combinational | 0.0000422 | 0.000127 | 0.0000846 |
| Clock | 0.0000206 | 0.0000717 | 0.0000511 |
==> stage by stage <==
stage	power, W	hold WS [ns]	TNS, ns	utilization, %
after floorplan	0.0000759	0.637	0	-
after global placement	0.000159	0.702	-0.249	29.1
after detailed placement	0.000159	0.709	-0.356	29.1
after CTS	0.000236	0.716	0	30.5
after global routing	0.000257	0.780	-0.0212	32.0
final	0.000234	0.722	0	32.0
==> worst max-delay path by stage <==
stage	end	cells after the start	startpoint	slack (ns)
CTS	dirty_load_val	5	hit1	0.0003
global route	pmem_address_mux_sel[0]	7	lru_val[0]	-0.01
finish	load_dirty1	6	lru_val[0]	0.05
==> cell type report <==
class / instances / share of cell area [%]
clock buffers: 3 / 2.06
inverters: 3 / 1.03
multi-input cells: 45 / 36.2
flip-flops and latches: 2 / 3.67
well taps: 46 / 5.27
repair buffers: 60 / 51.8
==> placed cells by master (no fill, tap or decap), types with 2 or more instances in the layout <==
cell type / netlist / final
a22oi_1: 2 / 2
a31o_1: 2 / 2
and2_1: 7 / 5
and2_4: 0 / 2
buf_4: 10 / 19
clkbuf_4: 0 / 3
clkdlybuf4s50_1: 0 / 31
dfxtp_1: 2 / 2
dlygate4sd2_1: 0 / 3
dlymetal6s2s_1: 0 / 6
ha_1: 6 / 2
ha_4: 0 / 3
inv_1: 2 / 2
nor2_1: 8 / 8
o21ai_0: 3 / 2
o21ai_1: 1 / 2
==> per-layer routing <==
metal  routed length, µm  vias to the layer above
met2                 780                       30
met1                 874                      264
li1                    -                      316
met4                  56                        0
met3                 248                        5
met5                   0                        -
==> kinds of logic after synthesis <==
family / after synthesis / share of synthesized area (%)
buf+inv: 13 / 18.4
flops: 2 / 8.53
compound gates: 14 / 21.6
mux: 1 / 2.13
fa+ha+maj: 6 / 16.0
simple gates: 24 / 33.3
==> repair_timing <==
item,CTS,global route
gates cloned,0,0
pin swaps,2,2
hold buffers,0,0
resized,10,11
endpoints found under the setup margin,12,20
buffers inserted,1,0
No activity file was given, so power comes from the tool's default toggle rates.
