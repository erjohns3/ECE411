==> ./run.sh <==
#!/bin/bash
# OpenROAD 26Q1-2900-gdf79404cd8, Yosys 0.63+post, stock flow scripts
make -C /OpenROAD-flow-scripts/flow DESIGN_CONFIG=/design/flow/config.mk WORK_HOME=/design/flow/orfs finish
==> ./config.mk <==
export PLATFORM = sky130hd
export DESIGN_NAME = arbiter_control
export DESIGN_NICKNAME = arbiter_control
export VERILOG_FILES = /design/flow/design.v
export SDC_FILE = /design/flow/constraint.sdc
export NUM_CORES = 4
export LEC_CHECK = 1
export CORE_AREA = 10 10 70 70
export DIE_AREA = 0 0 80 80
==> ./constraint.sdc <==
current_design arbiter_control

set clk_period 1.4
set clk_io_pct 0.2

create_clock -name clk0 -period $clk_period [get_ports {clk}]

set non_clock_inputs [all_inputs -no_clocks]
set_input_delay [expr $clk_period * $clk_io_pct] -clock clk0 $non_clock_inputs
set_output_delay [expr $clk_period * $clk_io_pct] -clock clk0 [all_outputs]
==> ./design.v <==
package lc3b_types;
typedef logic [15:0] lc3b_word;
typedef logic  [7:0] lc3b_byte;
typedef logic [10:0] lc3b_offset11;
typedef logic  [8:0] lc3b_offset9;
typedef logic  [7:0] lc3b_trapvect8;
typedef logic  [5:0] lc3b_offset6;
typedef logic  [4:0] lc3b_imm5;
typedef logic  [3:0] lc3b_imm4;
typedef logic  [2:0] lc3b_reg;
typedef logic  [2:0] lc3b_nzp;
typedef logic  [1:0] lc3b_mem_wmask;
typedef logic			lc3b_bit;
typedef logic [127:0] l1_cache_line;
typedef logic [8:0] l1_tag;
typedef logic [2:0] l1_block_offset;
typedef logic [2:0] l1_c_index;
typedef enum bit [3:0] {
	op_add  = 4'b0001,
	op_and  = 4'b0101,
	op_br   = 4'b0000,
	op_jmp  = 4'b1100,    
	op_jsr  = 4'b0100,    
	op_ldb  = 4'b0010,
	op_ldi  = 4'b1010,
	op_ldr  = 4'b0110,
	op_lea  = 4'b1110,
	op_not  = 4'b1001,
	op_rti  = 4'b1000,
	op_shf  = 4'b1101,
	op_stb  = 4'b0011,
	op_sti  = 4'b1011,
	op_str  = 4'b0111,
	op_trap = 4'b1111
} lc3b_opcode;
typedef enum bit [3:0] {
	alu_add,
	alu_and,
	alu_not,
	alu_pass,
	alu_sll,
	alu_srl,
	alu_sra
} lc3b_aluop;
typedef struct packed {
	lc3b_opcode		opcode;
	lc3b_aluop		aluop;
	logic	[1:0]		IF_sel_pc_mux;
	logic				ID_r7_reg_mux;
	logic	[1:0]		ID_sr1_sel_store_reg_mux;
	logic	[1:0]		ID_sr2_sel_store_reg_mux;
	logic				ID_load_regfile;
	logic 			EX_sel_pc_zero_mux;
	logic	[2:0]		EX_sel_alu_mux;
	logic	[1:0]		EX_sel_pc_offset_mux;
	logic				MEM_branch;
	logic [1:0]		WB_sel_regfile_mux;
	logic				WB_load_cc;
	logic				dcache_read;
	logic				dcache_write;
} lc3b_control_word;
endpackage : lc3b_types
import lc3b_types::*;
module arbiter_control
(
	input 					clk,
	input 					input_A_read,		input_B_read,
	input						input_A_write,		input_B_write,
	input 					input_C_resp,
	output logic			out_A_resp,			out_B_resp,
	output logic 			out_C_read,
	output logic 			out_C_write,
	output logic			sel_ab_address_mux,
	output logic			sel_ab_to_c_data_mux
);
enum int unsigned {
	idle, access_A, access_B
} state, next_state;
always_comb
begin : state_actions
	out_A_resp				= 1'b0;
	out_B_resp				= 1'b0;
	out_C_read				= 1'b0;
	out_C_write				= 1'b0;
	sel_ab_address_mux	= 1'b0;
	sel_ab_to_c_data_mux	= 1'b0;
	case(state)
		idle: begin
			if((input_B_read | input_B_write) & ~(input_A_read | input_A_write)) begin
				sel_ab_address_mux	= 1;
				sel_ab_to_c_data_mux	= 1;
			end
		end
		access_A: begin
			out_C_read				= input_A_read;
			out_C_write				= input_A_write;
			out_A_resp				= input_C_resp;
			if(input_C_resp) begin
				out_C_read				= 0;
				out_C_write				= 0;
				if(input_B_read | input_B_write) begin
					sel_ab_address_mux	= 1;
					sel_ab_to_c_data_mux	= 1;
				end
			end
		end
		access_B: begin
			out_C_read				= input_B_read;
			out_C_write				= input_B_write;
			out_B_resp				= input_C_resp;
			sel_ab_address_mux	= 1;
			sel_ab_to_c_data_mux	= 1;
			if(input_C_resp) begin
				out_C_read				= 0;
				out_C_write				= 0;
				if(input_A_read | input_A_write) begin
					sel_ab_address_mux	= 0;
					sel_ab_to_c_data_mux	= 0;
				end
			end
		end
	endcase
end
always_comb
begin: next_state_logic
	next_state = idle;
	case(state)
		idle: begin
			if(input_A_read | input_A_write) begin
				next_state = access_A;
			end
			else if(input_B_read | input_B_write) begin
				next_state = access_B;
			end
		end
		access_A: begin
			if(input_C_resp & (input_B_read | input_B_write)) begin
				next_state = access_B;
			end
			else if (~input_C_resp & (input_A_read | input_A_write)) begin
				next_state = access_A;
			end
		end
		access_B: begin
			if(input_C_resp & (input_A_read | input_A_write)) begin
				next_state = access_A;
			end
			else if (~input_C_resp & (input_B_read | input_B_write)) begin
				next_state = access_B;
			end
		end
	endcase
end
always_ff @(posedge clk)
begin: next_state_assignment
	state <= next_state;
end
endmodule : arbiter_control
==> results.toml <==
# implementation run metrics
[detailed_routing]
route.detailed.drc = 0
routed_wl_um = 901
vias_per_cell = 2.87
drtPass1Iterations = 4
drt_iter0_drc = 20
wl_per_cell_um = 9.10
ant_nets = 0
vias = 284
antenna_cells = 0

[critical_path]
arrival_ns = 1.26
max_stage_delay_ns = 0.32
cp.buffers_inverters = 3
setup.worst_path.class = "flop to output port"
crit_top_cell = "buf_6"
critPathTopFamily = "buffers and inverters"
cp.required_ns = 1.12
cp-end-kind = "output port"
crit_chain = "buf_6 -> ha_4 -> buf_6 -> a22oi_2 -> nor2_2 -> buf_2"
worst-path-stages = 6
cp-start-kind = "flop"
reg2regPathDepth = 7
cp_slowest_cell = "dfxtp_2"
critical_path_peak_fanout = 4

[cells_and_area]
largest_reg_flops = 2
largest-register = "state"
lay_top_count = "buf_4"
area_growth_syn_to_layout_pct = 167
lay_top_cells = "10 x buf_4, 5 x buf_6, 4 x ha_4, 4 x buf_2"
largestRegisters = "state: 2 flops"
fin_util = 0.178
final_layout_size_suffix_gt1_frac = 0.811
nFillCells = 387

[power_and_ir_drop]
pwr-share-comb = 0.746
power.switching_w = 0.000390
power.leakage_nw = 0.249
clockPowerShare = 0.118
ir_drop_mv = 0.819
p_seq_frac = 0.136
switching_share = 0.366
cell_internal_pwr_w = 0.000675
power_density_nw_per_um2 = 1750

[synth]
yosysUniqueCellTypes = 16
ys_chip_area_um2 = 228
ys_sh_aoi = 0.209
logic_family = "simple AND/OR/NAND/NOR gates"
postSynthCellCount = 27
syn_avg_cell_area_um2 = 8.43
synth_area_um2 = 228
postSynthSeqShare = 0.176
numSynthFlops = 2
synthXorXnorAreaFrac = 0
synth-adder-area-share = 0.220
muxShareOfSynthArea = 0
yosys_cells = 27
yosys.area_share.simple = 0.330
yosysWarnings = 1

[timing]
finalCritPeriodShare = 1.10
rsz0062_at_grt = "true"
finalSetupViolCount = 6
slew-limit-headroom = 0.868
maxSlewViolCount = 0
finClkSkew_ns = 0.000133
tightest_slew_ns = 0.198
finalHoldViolCount = 0
finalWorstSetupSlack_ns = -0.140
fmax_ghz = 0.649
hold_ws_ns = 0.629
period_minus_slack_ns = 1.54

[job]
openroad.warnings = 30
maxCapViolCount = 0

[cts]
clk_pin_slew_worst_paths_ns = 0.03
cts_tree = "built"
cts_buffer_depth = 2
cts_buffers = 3
htree_levels = 1
cts.sinks = 2
clk_latency_ns = 0.22
cts_hold_buf = 0
cts_root_buffer = "clkbuf_4"

[grt]
antenna_found_initial = 0
grt_overflow = 0
grt_pass1_wl_um = 1510
grt_pass1_vias = 320
grt_max_degree = 7
track_usage = 0.0287

[die]
die_h_um = 80
dieArea_um2 = 6400
core_um2 = 3420
fp.dieW_um = 80
rows = 21
boundaryPins = 12
fp_util = 0.0667

[placed_design]
io_buffers = 11
place_congestion = 0.773
post-place-ws_ns = -0.645

[min_path]
min_path_cells = 3
hold_path.class = "input port to flop"

[outcome]
violations = "negative setup slack"
status = "complete, but fails checks"
[worst register-to-register path: stages, from the launching register on]
cell and delay, ns:
dfxtp_2 0.32, buf_6 0.12, ha_4 0.15, buf_4 0.12, and2_4 0.15, buf_4 0.13
nor3_2 0.16, nor3_2 0.05
[Yosys cell counts (all sizes together)]
cell type  number  area [um2]
ha              4        50.1
nor2            3        11.3
a21oi           2        13.8
a22oi           2        15.0
and2            2        17.5
dfxtp           2        40.0
inv             2        7.51
nand2b          2        12.5
nor3            2        20.0
and2b           1        10.0
buf             1        7.51
nand2           1        3.75
o21ai           1        5.00
o21bai          1        7.51
o22ai           1        6.26
[power by group through the flow]
stage | Sequential, W | Clock [W] | Combinational (W)
6_report | 0.000145 | 0.000126 | 0.000795
4_1_cts | 0.000145 | 0.000136 | 0.000754
5_1_grt | 0.000149 | 0.000140 | 0.000877
[worst paths after layout]
kind	startpoint	end	slack, ns
max	state[1]$_DFF_P_	out_C_read	-0.14
min reg2reg	state[0]$_DFF_P_	state[0]$_DFF_P_	0.72
max reg2reg	state[1]$_DFF_P_	state[0]$_DFF_P_	0.08
min	input_C_resp	state[1]$_DFF_P_	0.63
[metal layers]
metal | routed length [um] | up-vias | part of all wire | global-route usage
met3 | 70 | 0 | 0.078 | 0.0102
met1 | 472 | 131 | 0.52 | 0.0417
met4 | 0 | 0 | 0 | 0.00704
met2 | 358 | 9 | 0.40 | 0.0385
li1 | - | 144 | - | -
met5 | 0 | - | 0 | 0
[timing repair]
action / 4_1_cts / 5_1_grt
gates resized: 48 / 2
buffers inserted: 3 / 1
endpoints found under the hold margin: 0 / 0
pin swaps: 6 / 0
setup endpoints to repair: 7 / 6
[cell type report]
type / instances / area (um2) / share of cell area
clock buffers: 3 / 22.5 / 0.0370
inverters: 2 / 10.0 / 0.0165
multi-input cells: 22 / 275 / 0.453
flip-flops and latches: 2 / 45.0 / 0.0741
well taps: 46 / 57.6 / 0.0947
repair buffers: 24 / 198 / 0.325
[metrics by stage]
stage,power [W],cell area (um2),cells,setup TNS [ns]
2_1_floorplan,0.000362,228,27,0
3_3_place_gp,0.000631,455,92,-2.98
3_5_place_dp,0.000633,455,92,-3.05
4_1_cts,0.00104,592,98,-0.667
5_1_grt,0.00117,608,99,-0.942
6_report,0.00107,608,99,-0.585
[kinds of logic after synthesis]
logic type / count (synthesis)
AND/OR/NAND/NOR: 11
buffers and inverters: 3
adder cells (fa/ha/maj): 4
AND-OR/OR-AND: 7
flip-flops: 2
Power figures rest on the tool's default switching activity, not on a simulated workload.
