==> flow/design.v <==
package lc3b_types;
typedef logic [15:0] lc3b_word;
typedef logic  [7:0] lc3b_byte;
typedef logic [10:0] lc3b_offset11;
typedef logic  [8:0] lc3b_offset9;
typedef logic  [7:0] lc3b_trapvect8;
typedef logic  [5:0] lc3b_offset6;
typedef logic  [4:0] lc3b_imm5;
typedef logic  [3:0] lc3b_imm4;
typedef logic  [2:0] lc3b_reg;
typedef logic  [2:0] lc3b_nzp;
typedef logic  [1:0] lc3b_mem_wmask;
typedef logic			lc3b_bit;
typedef logic [127:0] l1_cache_line;
typedef logic [8:0] l1_tag;
typedef logic [2:0] l1_block_offset;
typedef logic [2:0] l1_c_index;
typedef enum bit [3:0] {
	op_add  = 4'b0001,
	op_and  = 4'b0101,
	op_br   = 4'b0000,
	op_jmp  = 4'b1100,    
	op_jsr  = 4'b0100,    
	op_ldb  = 4'b0010,
	op_ldi  = 4'b1010,
	op_ldr  = 4'b0110,
	op_lea  = 4'b1110,
	op_not  = 4'b1001,
	op_rti  = 4'b1000,
	op_shf  = 4'b1101,
	op_stb  = 4'b0011,
	op_sti  = 4'b1011,
	op_str  = 4'b0111,
	op_trap = 4'b1111
} lc3b_opcode;
typedef enum bit [3:0] {
	alu_add,
	alu_and,
	alu_not,
	alu_pass,
	alu_sll,
	alu_srl,
	alu_sra
} lc3b_aluop;
typedef struct packed {
	lc3b_opcode		opcode;
	lc3b_aluop		aluop;
	logic	[1:0]		IF_sel_pc_mux;
	logic				ID_r7_reg_mux;
	logic	[1:0]		ID_sr1_sel_store_reg_mux;
	logic	[1:0]		ID_sr2_sel_store_reg_mux;
	logic				ID_load_regfile;
	logic 			EX_sel_pc_zero_mux;
	logic	[2:0]		EX_sel_alu_mux;
	logic	[1:0]		EX_sel_pc_offset_mux;
	logic				MEM_branch;
	logic [1:0]		WB_sel_regfile_mux;
	logic				WB_load_cc;
	logic				dcache_read;
	logic				dcache_write;
} lc3b_control_word;
endpackage : lc3b_types
import lc3b_types::*;  
module cache_l1_control
(
	input						clk,
	input						pmem_resp,
	input						mem_read,
	input						mem_write,
	input						hit0, hit1, lru_out,
								dirty0_val, dirty1_val,
	output logic			load_lru, load_data0, load_data1,
								load_tag0, load_tag1, load_valid0, load_valid1,
								load_dirty0, load_dirty1, dirty_load_val,
								write_mux_sel,
	output logic [1:0]	pmem_address_mux_sel,
	output logic			mem_resp,
	output logic			pmem_read,
	output logic			pmem_write
);
enum int unsigned {
	standby, read_from_memory, write_to_memory
} state, next_state;
logic hit, update0, update1;
assign hit = hit0 | hit1;
assign update0 = ~lru_out & dirty0_val;
assign update1 = lru_out & dirty1_val;
always_comb
begin : state_actions
	load_lru					=	1'b0;
	load_data0				=	1'b0;
	load_data1				=	1'b0;
	load_tag0				=	1'b0;
	load_tag1				=	1'b0;
	load_valid0				=	1'b0;
	load_valid1				=	1'b0;
	load_dirty0				=	1'b0;
	load_dirty1				=	1'b0;
	dirty_load_val			=	1'b0;
	write_mux_sel			=	1'b0;
	pmem_address_mux_sel =	2'b00;
	mem_resp 				=	1'b0;
	pmem_read				=	1'b0;
	pmem_write				=	1'b0;
	case(state)
		standby: begin
			if(mem_read) begin
				if(hit) begin
					load_lru = 1;
					mem_resp = 1;
				end
			end
			if(mem_write) begin
				if(hit) begin
					write_mux_sel = 1;
					dirty_load_val = 1;
					load_lru = 1;
					mem_resp = 1;
					if(hit0) begin
						load_data0 = 1;
						load_dirty0 = 1;
					end
					else begin
						load_data1 = 1;
						load_dirty1 = 1;
					end
				end
			end
		end
		read_from_memory: begin
			pmem_read = 1;
			if(lru_out) begin
				load_data1 = 1;
				load_tag1 = 1;
				load_valid1 = 1;
				load_dirty1 = 1;
			end
			else begin
				load_data0 = 1;
				load_tag0 = 1;
				load_valid0 = 1;
				load_dirty0 = 1;
			end
		end
		write_to_memory: begin
			pmem_write = 1;
			if(lru_out)	pmem_address_mux_sel = 2;
			else			pmem_address_mux_sel = 1;
		end
	endcase
end
always_comb
begin : next_state_logic
	 next_state = standby;
	case(state)
		standby: begin
			if(mem_read || mem_write) begin
				if(~hit) begin
					if(update0) 			next_state = write_to_memory;		 
					else if(update1) 		next_state = write_to_memory;
					else						next_state = read_from_memory;		 
				end  
			end	 
		end
		read_from_memory: begin
			if(pmem_resp)		next_state = standby;
			else					next_state = read_from_memory;
		end
		write_to_memory: begin
			if(pmem_resp)		next_state = read_from_memory;
			else					next_state = write_to_memory;
		end
		default: next_state = standby;
	endcase
end
always_ff @(posedge clk)
begin: next_state_assignment
	state <= next_state;
end
endmodule : cache_l1_control
==> flow/run.sh <==
#!/bin/bash
# OpenROAD 26Q1-2900-gdf79404cd8, Yosys 0.63+post, stock flow scripts
make -C /OpenROAD-flow-scripts/flow DESIGN_CONFIG=/design/flow/config.mk WORK_HOME=/design/flow/orfs finish
==> flow/config.mk <==
export PLATFORM = sky130hd
export DESIGN_NAME = cache_l1_control
export DESIGN_NICKNAME = cache_l1_control
export VERILOG_FILES = /design/flow/design.v
export SDC_FILE = /design/flow/constraint.sdc
export NUM_CORES = 4
export LEC_CHECK = 1
export CORE_AREA = 10 10 70 70
export DIE_AREA = 0 0 80 80
==> flow/constraint.sdc <==
current_design cache_l1_control

set clk_period 1.6
set clk_io_pct 0.2

create_clock -name clk0 -period $clk_period [get_ports {clk}]

set non_clock_inputs [all_inputs -no_clocks]
set_input_delay [expr $clk_period * $clk_io_pct] -clock clk0 $non_clock_inputs
set_output_delay [expr $clk_period * $clk_io_pct] -clock clk0 [all_outputs]
==> impl_metrics.json <==
{
  "htree_levels": 1,
  "rows": 21,
  "area_leaders": "buf_4 17%, dfxtp_1 16%, nor2_1 7.3%",
  "core-area_um2": 3420,
  "async_flop_share_pct": 0,
  "ys_chip_area_um2": 258,
  "hold_class": "in -> reg",
  "synthAoiAreaFrac_pct": 13.1,
  "drive_above_1_share_pct": 54.7,
  "synth_flops": 2,
  "endpoint_kind": "output pin",
  "grt_pass1_vias": 324,
  "top_cell_area_share_pct": 17.5,
  "initialDrtViolationCount": 13,
  "fp.dieH_um": 80,
  "cts_made_buffers": 3,
  "postRouteAntennaNets": 0,
  "setup_slack_ns": -0.0922,
  "fin_area_um2": 696,
  "cp_cell_sequence": "buf_4, mux2_4, nor2_4, buf_4, dlygate4sd2_1",
  "drc": 0,
  "synthTopCellsByCount": "6 x buf_4, 5 x nor2_1, 3 x nor2b_1",
  "gp_congestion": 0.750,
  "logic_family": "simple AND/OR/NAND/NOR gates",
  "clk_path_buf_depth": 2,
  "synth-edff-count": 0,
  "fin_tns_setup_ns": -0.162,
  "max_freq_mhz": 591,
  "cpMaxStageDelayCell": "dfxtp_4",
  "ir_drop_mv": 0.222,
  "port_buffers": 24,
  "path_common_cell": "buf_4",
  "ys_cells": 33,
  "tool_warnings": 27,
  "syn_inst": 33,
  "synth.most_common_cell": "buf_4",
  "timing_hold_violations_final": 0,
  "antenna_found_initial": 0,
  "critPathRequiredTime_ns": 1.28,
  "synthFlopType": "dfxtp_1",
  "wl_um": 1140,
  "clock-sinks": 2,
  "worstHoldStart": "hit0",
  "cts-root-buf": "clkbuf_4",
  "crit_path_max_fanout": 4,
  "syn_area_um2": 258,
  "ys_sh_mux_pct": 8.25,
  "yosysSeqAreaShare_pct": 15.5,
  "ys_types": 19,
  "area_growth_pct": 170,
  "holdPathStages": 4,
  "io_pins": 25,
  "die-area_um2": 6400,
  "grt_pass1_wl_um": 1550,
  "fp_util_pct": 7.55,
  "finalClockPeriodUsage_pct": 106,
  "clk_pin_slew_ns": 0.03,
  "outcome": "finished, violations left",
  "finalSetupViolations": 4,
  "start_kind": "flop",
  "ys_sh_adder_pct": 0,
  "p_per_area_nw_per_um2": 1070,
  "largest_register_ffs": 2,
  "syn_area_per_cell_um2": 7.81,
  "hold-path-endpoint": "state[1]",
  "cts_tree": "yes",
  "relSlewSlack_pct": 83.0,
  "track_usage_pct": 2.93,
  "worst_ep_arrival_time_ns": 1.37,
  "diodes": 0,
  "fin_crit_ns": 1.69,
  "r2r_cells": 3,
  "xor_area_share_pct": 0,
  "r2r-end": "state[1]",
  "top_area_cell": "buf_4",
  "dp_slack_ns": -0.566,
  "wl_per_cell_um": 10.4,
  "drv_slew": 0,
  "ys_sh_simple_pct": 43.7,
  "largest-register": "state",
  "worst_slew_pin_slew_ns": 0.248,
  "drv_cap": 0,
  "skew_ns": 0.00127,
  "die_x_um": 80,
  "vias": 346,
  "place_hpwl_um": 875,
  "vias_per_cell": 3.15,
  "rsz0062_at_grt": "yes",
  "overflow": 0,
  "violations": "setup timing",
  "hold_ws_ns": 0.502,
  "place_area_um2": 566,
  "p_leak_nw": 0.406,
  "critical_path_class": "reg -> out",
  "top_regs": "state x2",
  "clk_latency_ns": 0.22,
  "cpPeakStageDelay_ns": 0.35,
  "grt_max_degree": 6,
  "yosysWarnings": 1,
  "worstReg2RegStart": "state[0]",
  "ff2ff_setup_slack_ns": 0.54,
  "first_pass_iters": 2
}
[layout make-up]
class / instances / area, µm²
clock buffer: 3 / 22.5
fill: 359 / 2720
multi-input combinational: 24 / 239
sequential: 2 / 47.5
tap: 46 / 57.6
timing repair buffer: 35 / 329
[cell families after synthesis]
family	count (synthesis)
and+or+nand+nor	18
buffers and inverters	7
AOI/OAI and AO/OA	4
muxes	2
DFF	2
[per-stage QoR]
step	cells	power (mW)	utilization, %
after floorplan	33	0.248	-
after global placement	104	0.527	16.6
after detailed placement	104	0.528	16.6
after CTS	110	0.732	19.0
after global routing	110	0.827	20.4
final	110	0.748	20.4
[layout by cell type (no fill, tap or decap), types with 2 or more instances in the layout]
| master | count |
|---|---|
| nor2_2 | 2 |
| clkbuf_4 | 3 |
| buf_4 | 7 |
| clkdlybuf4s15_1 | 2 |
| dfxtp_4 | 2 |
| nor2b_4 | 2 |
| buf_2 | 3 |
| dlygate4sd2_1 | 6 |
| buf_6 | 4 |
| and2b_2 | 2 |
| dlymetal6s2s_1 | 7 |
| nor2_4 | 2 |
| clkdlybuf4s50_1 | 4 |
| and2_4 | 2 |
[worst max-delay path, delay by kind of cell, from the launching register on]
kind,cells,cell delay (ns)
flip-flops,1,0.35
buffers and inverters,3,0.42
multiplexers,1,0.30
AND/OR/NAND/NOR,1,0.08
[repair_timing]
action	in CTS	in global routing
endpoints found under the hold margin	0	0
setup endpoints to repair	16	15
hold buffers	0	0
resized	38	19
setup buffers	3	1
pin swaps	5	4
[per-layer routing]
| layer | part of all wire (%) | vias up | track usage, % |
|---|---|---|---|
| met3 | 11 | 2 | 1.36 |
| met4 | 1.8 | 0 | 1.41 |
| met2 | 42 | 20 | 4.33 |
| met5 | 0 | - | 0 |
| met1 | 45 | 150 | 3.50 |
| li1 | - | 174 | - |
[report_power, final]
group / leakage [nW] / internal, mW / switching, mW
clock: 0.0138 / 0.0827 / 0.0279
sequential: 0.0178 / 0.0757 / 0.0269
combinational: 0.374 / 0.370 / 0.165
[how the worst max path moves through the flow]
stage | start | endpoint | slack [ns] | cells past startpoint
4_1_cts | state[0] | pmem_address_mux_sel[0] | -0.16 | 4
6_report | state[0] | load_data0 | -0.09 | 5
5_1_grt | state[0] | load_data0 | -0.15 | 5
Power and IR drop assume default switching activity.
